==> design.v <==
module mips_registers
(output[31:0] read_data_1,output[31:0] read_data_2,input [31:0]write_data,input [4:0] read_reg_1,
input [4:0] read_reg_2,input [4:0] write_reg,input signal_reg_write,input[12:0] jal_address,input jal,input clk);
	reg[31:0] registers[31:0];
	assign read_data_1 = registers[read_reg_1];
	assign read_data_2 = registers[read_reg_2];
	always @(negedge clk)
	begin
		if(jal == 1'b1)begin
			registers[31][12:0] <= jal_address-1;
		end
		if(signal_reg_write == 1'b1 && write_reg != 5'b0)
		begin
			registers[write_reg]<=write_data;
		end
	end
endmodule
==> run.sh <==
#!/bin/bash
# OpenROAD 26Q1-2900-gdf79404cd8, Yosys 0.63+post, stock flow scripts
make -C /OpenROAD-flow-scripts/flow DESIGN_CONFIG=/design/flow/config.mk WORK_HOME=/design/flow/orfs finish
==> config.mk <==
export PLATFORM = sky130hd
export DESIGN_NAME = mips_registers
export DESIGN_NICKNAME = mips_registers
export VERILOG_FILES = /design/flow/design.v
export SDC_FILE = /design/flow/constraint.sdc
export NUM_CORES = 4
export LEC_CHECK = 1
export CORE_UTILIZATION = 30
==> constraint.sdc <==
current_design mips_registers

set clk_period 6.8
set clk_io_pct 0.2

create_clock -name clk0 -period $clk_period [get_ports {clk}]

set non_clock_inputs [all_inputs -no_clocks]
set_input_delay [expr $clk_period * $clk_io_pct] -clock clk0 $non_clock_inputs
set_output_delay [expr $clk_period * $clk_io_pct] -clock clk0 [all_outputs]
==> flow_summary.json <==
{
  "critPathArrivalTime_ps": 5580,
  "post-layout-total-power_uw": 17650,
  "grt_pass1_vias": 38320,
  "synthFlopType": "edfxtp_1",
  "grt.overflow.total": 0,
  "critical_path_required_ps": 5440,
  "maxSlewViolCount": 0,
  "drt-initial-drc-count": 2223,
  "floorplan.io_pins": 127,
  "largestRegisters": "registers x1024",
  "wire_per_inst_um": 22.32,
  "grt_setup_unrepaired": "yes",
  "hold_path_class": "input port to output pin",
  "setup_viol": 35,
  "postPlaceCellArea_um2": 54720,
  "startpoint_type": "register",
  "portBuffers": 126,
  "warnings": 1030,
  "core-area_um2": 160800,
  "fill_cells": 14570,
  "antenna_left": 0,
  "drv_cap": 0,
  "lay_top_count": "inv_1",
  "fp-row-count": 147,
  "fp.dieH_um": 404.8,
  "tns_ps": -1782,
  "tightest_slew_ps": 870.6,
  "drt-vias-per-instance": 5.044,
  "ys_warn_count": 1,
  "root_buffer": "clkbuf_16",
  "holdWs_ps": 3701,
  "cts_tree": "built",
  "regMostFlops": "registers",
  "cts_sinks": 1024,
  "area_delta_synth_final_pct": 30.52,
  "relSlewSlack": 0.4196,
  "cts_buffer_depth": 3,
  "mostFrequentLayoutCells": "inv_1, mux2i_1, edfxtp_1, nand2_1, a21oi_1",
  "hold_viol": 0,
  "wl_um": 155600,
  "antenna_found_initial": 0,
  "ys_ff": 1024,
  "syn_avg_cell_area_um2": 14.12,
  "cp-end-kind": "output pin",
  "synthArstFlopShare": 0,
  "fp_util": 0.3028,
  "post-place-ws_ps": -11.55,
  "crit_type": "register to output pin",
  "timing.final.ws_setup_ps": -143.7,
  "grt_max_degree": 71,
  "die_x_um": 404.8,
  "path_clk_slew_ps": 50,
  "drc": 0,
  "design_area_um2": 63540,
  "num_vias": 35180,
  "firstDrtPassIters": 8,
  "worstPathMaxFanout": 2,
  "largest_register_ffs": 1024,
  "violations": "negative setup slack",
  "syn_inst": 3447,
  "ir_drop_mv": 0.2237,
  "synth_area_um2": 48680,
  "ys_types": 33,
  "ys_cells": 3447,
  "outcome": "finished with violations",
  "powerDensity_nw_per_um2": 277.7,
  "layout-drive-gt1-share": 0.1454,
  "synth-edff-count": 1024,
  "htreeDepth": 3,
  "p_leak_uw": 0.02732,
  "dpl.hpwl_um": 92780,
  "gr-usage-all-layers": 0.1994,
  "grt_pass1_wl_um": 227500,
  "die_area_um2": 163900,
  "ys_area_um2": 48680,
  "gp_congestion": 0.8753,
  "cts_buffers": 109,
  "postSynthSeqShare": 0.6317
}
## where the power goes
part,internal (uW),leakage [uW],switching [uW]
logic,557,0.0106,902
registers,7110,0.00926,45.5
clock network,4920,0.00747,4110
## synthesized netlist by cell type, types with 4 or more instances
cell type  number  area share
a21oi_1       194       0.020
a22o_1        128       0.023
a22oi_1       192       0.030
a31oi_1        65      0.0084
buf_1          25      0.0019
buf_2         120       0.012
clkbuf_1      109      0.0084
edfxtp_1     1024        0.63
inv_1           4     0.00031
mux2i_1      1024        0.21
nand2_1       208       0.016
nand2b_1        5     0.00064
nand3_1       195       0.020
nand3b_1        5     0.00077
nor2_1         40      0.0031
nor2b_1         4     0.00051
nor3_1         68      0.0070
o21ai_0         8     0.00082
xnor2_1         9      0.0016
## per-layer routing
| layer | GRT usage | wire length (um) | vias up |
|---|---|---|---|
| li1 | - | - | 16130 |
| met1 | 0.2384 | 59040 | 17080 |
| met2 | 0.2919 | 72470 | 1713 |
| met3 | 0.1275 | 19830 | 259 |
| met4 | 0.07662 | 4280 | 0 |
| met5 | 0.0002974 | 0 | - |
## timing repair
action	4_1_cts	5_1_grt
resized	388	28
pin swaps	131	86
setup buffers	2	2
hold endpoints to repair	0	0
hold buffers	0	0
setup endpoints to repair	64	63
## worst max-delay path, cell delays in order, from the launching register on
cell	delay [ps]
edfxtp_1	410
mux2i_1	190
a22o_1	180
nor3_2	60
a31oi_2	250
nand3_2	180
buf_2	160
## through the flow
stage / util / instances
global placement: 0.3404 / 5746
CTS: 0.3943 / 6972
detailed placement: 0.3404 / 5746
floorplan: - / 3478
global route: 0.3952 / 6973
finish: 0.3953 / 6974
## area by class of cell
type / instances / area, um^2 / share of cell area
well taps: 2160 / 2703 / 0.04253
multi-input cells: 2194 / 18320 / 0.2883
repair buffers: 361 / 3791 / 0.05967
diodes: 1 / 2.502 / 0.00003938
flip-flops and latches: 1024 / 30750 / 0.4840
clock buffers: 112 / 2803 / 0.04411
inverters: 3 / 11.26 / 0.0001772
clock inverters: 1119 / 5162 / 0.08125
## path summary, 6_finish.rpt
kind	end	slack [ps]	cells after the start	from
hold / removal	read_data_2[23]	3700	6	read_reg_2[1]
setup / recovery	read_data_1[4]	-140	6	registers[0][4]
## cell families after synthesis
group,count (synthesis),share of synthesized area
compound gates,589,0.08204
xor+xnor,10,0.001799
fa+ha+maj,1,0.0002570
buf+inv,260,0.02329
flops,1024,0.6317
mux,1024,0.2106
other cells,1,0.00007703
simple gates,538,0.05033
Power is estimated from default activity; no workload was simulated.
